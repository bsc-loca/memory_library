### design.v
module dp_ram_model #(
    parameter ADDR_WIDTH=1, 
    parameter DATA_WIDTH=1,
    parameter BITMASK_WIDTH=1
) (
   input wire [ADDR_WIDTH-1  : 0]  AA,AB,
   input wire [DATA_WIDTH-1  : 0]  DB,
   input wire [DATA_WIDTH-1  : 0]  BWB,    
   input wire CLKA,CEA,RDWENA,
   input wire CLKB,CEB,RDWENB,
   output reg [DATA_WIDTH-1  : 0]  QA       
);  
localparam DEPTH = 2 ** ADDR_WIDTH;
wire                            write_enable_in;
wire                            read_enable_in;
reg                             write_enable_in_reg;
reg   [ADDR_WIDTH-1:0    ]      WRITE_ADDRESS_REG;
reg   [ADDR_WIDTH-1:0    ]      WRITE_ADDRESS_REG_muxed;
reg   [BITMASK_WIDTH-1:0 ]      WRITE_BIT_MASK_REG;
reg   [DATA_WIDTH-1:0    ]      DIN_r;
reg                             read_enable_in_reg;
reg   [DATA_WIDTH-1:0    ]      bram_data_in_r;
wire                            bram_write_en;
reg                            bram_write_en_muxed;
wire                            bram_read_en;
wire                            bram_write_read_en;
reg  [DATA_WIDTH-1:0    ]      bram_data_write_read_out_reg;
reg  [DATA_WIDTH-1:0    ]      bram_data_read_out_reg;
reg  [DATA_WIDTH-1:0    ]      bram_data_in;
reg  [DATA_WIDTH-1:0    ]      bram_data_in_muxed;
wire  [DATA_WIDTH-1:0    ]      last_wrote_data;
wire                            rw_conflict;
reg                             rw_conflict_r;
wire                            ww_conflict;
reg                             ww_conflict_r;
assign read_enable_in = CEA & (RDWENA == 1'b1);
assign write_enable_in   = CEB & (RDWENB == 1'b0);
wire [ADDR_WIDTH-1:0    ] READ_ADDRESS;
assign READ_ADDRESS = AA;
wire [ADDR_WIDTH-1:0    ] WRITE_ADDRESS = AB;
wire [BITMASK_WIDTH-1:0    ] WRITE_BIT_MASK = BWB;
always @(posedge CLKA) begin
  write_enable_in_reg <= write_enable_in;
  WRITE_ADDRESS_REG   <= WRITE_ADDRESS;
  WRITE_BIT_MASK_REG  <= WRITE_BIT_MASK;
  DIN_r <= DB;
  read_enable_in_reg  <= read_enable_in;
  bram_data_in_r <= bram_data_in;
  rw_conflict_r  <= rw_conflict;
  ww_conflict_r  <= ww_conflict;
end
assign rw_conflict      = write_enable_in_reg & read_enable_in & (WRITE_ADDRESS_REG == READ_ADDRESS);
assign ww_conflict      = write_enable_in_reg & write_enable_in & (WRITE_ADDRESS_REG == WRITE_ADDRESS);
assign DOUTB = {DATA_WIDTH{1'b0}};  
always @ * begin
  if (ww_conflict_r)
    bram_data_in = (DIN_r & WRITE_BIT_MASK_REG) | (bram_data_in_r & ~WRITE_BIT_MASK_REG);
  else
    bram_data_in = (DIN_r & WRITE_BIT_MASK_REG) | (bram_data_write_read_out_reg & ~WRITE_BIT_MASK_REG);
end
always @ * begin
  if (read_enable_in_reg) begin
    QA = bram_data_read_out_reg; 
    if (rw_conflict_r) begin
      QA = bram_data_in_r;
    end
  end
end
assign bram_write_en      = write_enable_in_reg;
assign bram_read_en         = ((read_enable_in) & ~rw_conflict);  
assign bram_write_read_en         = (write_enable_in) & ~ww_conflict;              
reg [DATA_WIDTH-1:0] ram [DEPTH-1:0];
always @(posedge CLKA) begin
  if (bram_write_en_muxed) begin
    ram[WRITE_ADDRESS_REG_muxed] <= bram_data_in_muxed;
  end
  if (bram_read_en) begin
    bram_data_read_out_reg <= ram[READ_ADDRESS];
  end
  if (bram_write_read_en) begin
    bram_data_write_read_out_reg <= ram[WRITE_ADDRESS];
  end
end
always @ *
begin
   begin
      WRITE_ADDRESS_REG_muxed = WRITE_ADDRESS_REG;
      bram_write_en_muxed = bram_write_en;
      bram_data_in_muxed = bram_data_in;
   end
end
endmodule
### run.sh
#!/bin/bash
# OpenROAD 26Q1-2900-gdf79404cd8, Yosys 0.63+post, stock flow scripts
make -C /OpenROAD-flow-scripts/flow DESIGN_CONFIG=/design/flow/config.mk WORK_HOME=/design/flow/orfs finish
### constraint.sdc
current_design dp_ram_model

set clk_period 1.4
set clk_io_pct 0.2

create_clock -name clk0 -period $clk_period [get_ports {CLKA}]

set non_clock_inputs [all_inputs -no_clocks]
set_input_delay [expr $clk_period * $clk_io_pct] -clock clk0 $non_clock_inputs
set_output_delay [expr $clk_period * $clk_io_pct] -clock clk0 [all_outputs]
### config.mk
export PLATFORM = sky130hd
export DESIGN_NAME = dp_ram_model
export DESIGN_NICKNAME = dp_ram_model
export VERILOG_FILES = /design/flow/design.v
export SDC_FILE = /design/flow/constraint.sdc
export NUM_CORES = 4
export LEC_CHECK = 1
export CORE_AREA = 10 10 75 75
export DIE_AREA = 0 0 85 85
==> flow_summary.toml <==
# synthesis and place-and-route metrics
[run_status]
status = "finished, final reports clean"

[global_routing]
grt_pass1_wl_um = 1173
grt_usage = 0.01976
grt-ovfl-total = 0
grt_pass1_vias = 276
antenna_found_initial = 0
grt_max_degree = 8

[critical_path]
cp_max_fo = 3
slowest_delay_ns = 0.53
path_delay_family = "buffers and inverters"
crit_type = "input pin to register"
cpMaxStageDelayCell = "clkdlybuf4s50_1"
required_ns = 1.38
cp_num_buf_inv = 1
critPathArrivalTime_ns = 1.16
cp-start-kind = "input pin"
cp_cell_sequence = "clkdlybuf4s50_1 > mux2_2"
crit_path_end_kind = "register"

[sta]
setup_slack_ns = 0.2146
period_needed_ns = 1.185
drv_slew = 0
finalSetupTns_ns = 0
fmax_mhz = 843.6
worst_pin_slew_ns = 0.3250
untimed_endpoints = 2
setup_violations = 0
hold_viol = 0
rsz0062_at_grt = "no"
timing.slew.headroom = 0.7810
period_used_share = 0.8467
unclocked_pins = 1
skew_ns = 0.006392

[layout]
lay_top_count = "clkdlybuf4s50_1"
regMostFlops = "ram"
largest_reg_flops = 2
final_cells = 93
layout-drive-gt1-share = 0.1860
fillers = 437
layout_top_cells = "clkdlybuf4s50_1 (9), dfxtp_1 (8), edfxtp_1 (4)"
areaGrowthSynthToFinish_pct = 46.75
fin_area_um2 = 620.6

[power]
p_int_uw = 612.9
power.leakage_nw = 0.2264
power_frac_comb = 0.066
cellPowerDensity_mw_per_mm2 = 1202
pwr-share-seq = 0.519
power_uw = 746.1
clockPowerShare = 0.415
p_sw_frac = 0.1785
power_switching_uw = 133.2
peakVddDrop_v = 0.0002448

[die]
initCoreUtil = 0.1042
io_pins = 11
fp.coreArea_mm2 = 0.004058
chipHeight_um = 85
die-area_mm2 = 0.007225
fp.dieW_um = 85
floorplan.rows = 23

[placed_design]
placed_cell_area_um2 = 575.6
place_ws_ns = -0.02475
routabilityCongestion = 0.6782
portBuffers = 9
dp.cells = 89
dp_hpwl_um = 584.6

[clock_tree]
cts.reportedPaths.clkPinSlew_ns = 0.05
ctsHoldBuffers = 0
clock_latency_ns = 0.23
cts_made_buffers = 3
cts_max_path_buffers = 2
cts_setup_buffers = 0
cts_tree = "yes"
post_cts_resized = 0
htreeDepth = 1
root_buffer = "clkbuf_8"

[synthesis]
ys_cells = 30
yosys_warnings = 2
synth.avg_cell_area_um2 = 14.10
ys_types = 16
yosys-stat-area_um2 = 422.9
synthesis.area_um2 = 422.9
syn_inst = 30
numSynthFlops = 13

[detailed_routing]
detail-route-antenna-nets = 0
num_antenna_cells = 0
drt_first_pass_iters = 2
route.vias.total = 241
wire_per_inst_um = 7.516
drc = 0
viasPerCell = 2.591
first_iter_violations = 29
route.final.wire_length_um = 699

[job]
cap_violations = 0
warnings = 26

[hold_path]
hp-class = "input pin to register"
layout make-up:
| cell class | instances | area (µm²) | area share |
|---|---|---|---|
| sequential | 13 | 295.3 | 0.4758 |
| multi-input combinational | 16 | 123.9 | 0.1996 |
| timing repair buffer | 9 | 90.09 | 0.1452 |
| tap | 50 | 62.56 | 0.1008 |
| clock buffer | 4 | 45.04 | 0.07258 |
| inverter | 1 | 3.754 | 0.006048 |
power by group through the flow:
| stage | Combinational, mW | Clock, mW | Sequential (mW) |
|---|---|---|---|
| 5_1_grt | 0.0545 | 0.332 | 0.389 |
| 6_report | 0.0494 | 0.309 | 0.387 |
| 4_1_cts | 0.0501 | 0.316 | 0.388 |
stage by stage:
stage,hold slack [ns],util
after floorplan,0.3077,-
after global placement,0.5212,0.1418
after detailed placement,0.5257,0.1418
after CTS,0.5021,0.1529
after global routing,0.4973,0.1529
final,0.5058,0.1529
routing by layer:
metal,GRT usage,up-vias,wire length [µm]
li1,-,128,-
met1,0.01948,110,278
met2,0.03406,3,364
met3,0.01252,0,56
met4,0.004491,0,0
met5,0,-,0
path summary, 6_finish.rpt:
| path | startpoint | endpoint | slack, ns | depth (start not counted) |
|---|---|---|---|---|
| setup / recovery | AB[0] | bram_data_write_read_out_reg | 0.21 | 2 |
| hold / removal | BWB[0] | WRITE_BIT_MASK_REG | 0.51 | 1 |
| setup reg to reg | WRITE_ADDRESS_REG | bram_data_write_read_out_reg | 0.45 | 2 |
| hold reg to reg | DIN_r | bram_data_in_r | 0.53 | 2 |
cell usage after synthesis:
cell type / number / area share
dfxtp_1: 8 / 0.38
edfxtp_1: 4 / 0.28
mux2_2: 3 / 0.080
nand2_1: 2 / 0.018
xnor2_1: 2 / 0.041
a21boi_1: 1 / 0.018
a21oi_1: 1 / 0.012
and2_2: 1 / 0.018
and2b_2: 1 / 0.021
and3_1: 1 / 0.015
and4_1: 1 / 0.021
dlxtp_1: 1 / 0.035
inv_1: 1 / 0.0089
mux2i_1: 1 / 0.024
nor2b_1: 1 / 0.015
o21ai_0: 1 / 0.012
worst register-to-register path: cells and delay by family (launching register included):
family                    cells  cell delay (ns)
AOI/OAI and AO/OA             1             0.16
xor gates and xnor gates      1             0.10
DFF                           1             0.38
kinds of logic (layout without fill, tap and decap cells):
logic type      after synthesis  after routing  share of synthesized area
flops                        12             12                     0.6627
simple gates                  7              7                     0.1065
mux                           4              4                     0.1035
compound gates                3              3                    0.04140
xor+xnor                      2              2                    0.04143
buf+inv                       1             14                   0.008867
latches                       1              1                    0.03549
Power is estimated from default activity; no workload was simulated.
